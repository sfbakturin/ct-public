==> flow/design.v <==
module alu(srca, srcb, alucontrol, aluresult, zero);
	input signed [31:0] srca, srcb;
	input [2:0] alucontrol;
	output reg [31:0] aluresult;
	output reg zero;
	always @(alucontrol, srca, srcb)
		begin
			case (alucontrol)
				3'b000:
					begin
						aluresult <= srca & srcb;
					end
				3'b001:
					begin
						aluresult <= srca | srcb;
					end
				3'b010:
					begin
						aluresult <= srca + srcb;
					end
				3'b100:
					begin
						aluresult <= srca & (~srcb);
					end
				3'b101:
					begin
						aluresult <= srca | (~srcb);
					end
				3'b110:
					begin
						aluresult <= srca - srcb;
					end
				3'b111:
					begin
						if (srca < srcb)
							begin
								aluresult <= 1;
							end
						else
							begin
								aluresult <= 0;
							end
					end
			endcase
		end
	always @(aluresult)
		begin
			if (aluresult == 0)
				begin
					zero <= 1;
				end
			else
				begin
					zero <= 0;
				end
		end
endmodule
module control_unit(opcode, funct, memtoreg, memwrite, branch, alusrc, regdst, regwrite, alucontrol);
	input [5:0] opcode, funct;
	output reg memtoreg, memwrite, branch, alusrc, regdst, regwrite;
	output reg [2:0] alucontrol;
	always @(opcode, funct)
		begin
			case(opcode)
				6'b100011:
					begin
						regwrite <= 1;
						regdst <= 0;
						alusrc <= 1;
						branch <= 0;
						memwrite <= 0;
						memtoreg <= 1;
						alucontrol <= 2;
					end
				6'b101011:
					begin
						regwrite <= 0;
						regdst <= 1'bx;
						alusrc <= 1;
						branch <= 0;
						memwrite <= 1;
						memtoreg <= 1'bx;
						alucontrol <= 2;
					end
				6'b000100:
					begin
						regwrite <= 0;
						regdst <= 1'bx;
						alusrc <= 0;
						branch <= 1;
						memwrite <= 0;
						memtoreg <= 1'bx;
						alucontrol <= 6;
					end
				6'b001000:
					begin
						regwrite <= 1;
						regdst <= 0;
						alusrc <= 1;
						branch <= 0;
						memwrite <= 0;
						memtoreg <= 0;
						alucontrol <= 2;
					end
				6'b000000:
					begin
						regwrite <= 1;
						regdst <= 1;
						alusrc <= 0;
						branch <= 0;
						memwrite <= 0;
						memtoreg <= 0;
						case(funct)
							6'b100000:
								begin
									alucontrol <= 3'b010;
								end
							6'b100010:
								begin
									alucontrol <= 3'b110;
								end
							6'b100100:
								begin
									alucontrol <= 3'b000;
								end
							6'b100101:
								begin
									alucontrol <= 3'b001;
								end
							6'b101010:
								begin
									alucontrol <= 3'b111;
								end
						endcase
					end
			endcase
		end
endmodule
module sign_extend(in, out);
	input [15:0] in;
	output [31:0] out;
	assign out = {{16{in[15]}}, in};
endmodule
module shl_2(in, out);
	input [31:0] in;
	output [31:0] out;
	assign out = {in[29:0], 2'b00};
endmodule
module adder(a, b, out);
	input [31:0] a, b;
	output [31:0] out;
	assign out = a + b;
endmodule
module d_flop(d, clk, q);
	input [31:0] d;
	input clk;
	output reg [31:0] q;
	initial begin
		q <= 32'b0;
	end
	always @ (posedge clk)
		q <= d;
endmodule
module mux2_32(d0, d1, a, out);
	input [31:0] d0, d1;
	input a;
	output [31:0] out;
	assign out = a ? d1 : d0;
endmodule
module mux2_5(d0, d1, a, out);
	input [4:0] d0, d1;
	input a;
	output [4:0] out;
	assign out = a ? d1 : d0;
endmodule
module mips_cpu(clk, instruction_memory_a, instruction_memory_rd, data_memory_a, data_memory_rd, data_memory_we, data_memory_wd, register_a1, register_a2, register_a3, register_we3, register_wd3, register_rd1, register_rd2);
	input clk;
	output data_memory_we;
	output [31:0] instruction_memory_a, data_memory_a, data_memory_wd;
	inout [31:0] instruction_memory_rd, data_memory_rd;
	output register_we3;
	output [4:0] register_a1, register_a2, register_a3;
	output [31:0] register_wd3;
	inout [31:0] register_rd1, register_rd2;
	wire MEMTOREG, MEMWRITE, BRANCH, ALUSRC, REGDST, REGWRITE, ZERO, ZEROBRANCH;
	wire [31:0] SRCA, SRCB, ALURESULT, SIGNEXTENDED, TEMP_PCPLUS4, TEMP_SHL2RESULT, TEMP_PCBRANCH, PC;
	wire [2:0] ALUCONTROL;
	control_unit CONTROLUNIT(instruction_memory_rd[31:26], instruction_memory_rd[5:0], MEMTOREG, data_memory_we, BRANCH, ALUSRC, REGDST, register_we3, ALUCONTROL);
    sign_extend SIGNEXTEND(instruction_memory_rd[15:0], SIGNEXTENDED);
	assign register_a1 = instruction_memory_rd[25:21];
	assign register_a2 = instruction_memory_rd[20:16];
	mux2_5 MUX_RegDst(instruction_memory_rd[20:16], instruction_memory_rd[15:11], REGDST, register_a3);
	assign SRCA = register_rd1;
	mux2_32 MUX_AluSrc(register_rd2, SIGNEXTENDED, ALUSRC, SRCB);
	alu ALU_AluControl(SRCA, SRCB, ALUCONTROL, ALURESULT, ZERO);
	assign ZEROBRANCH = ZERO & BRANCH;
	assign data_memory_wd = register_rd2;
	assign data_memory_a = ALURESULT;
	mux2_32 MUX_MemtoReg(ALURESULT, data_memory_rd, MEMTOREG, register_wd3);
	shl_2 temp0(SIGNEXTENDED, TEMP_SHL2RESULT);
	adder temp1(instruction_memory_a, 4, TEMP_PCPLUS4);
	adder temp2(TEMP_SHL2RESULT, TEMP_PCPLUS4, TEMP_PCBRANCH);
	mux2_32 MUX_PC(TEMP_PCPLUS4, TEMP_PCBRANCH, ZEROBRANCH, PC);
	d_flop CPU_FLOP(PC, clk, instruction_memory_a);
endmodule
==> flow/run.sh <==
#!/bin/bash
# OpenROAD 26Q1-2900-gdf79404cd8, Yosys 0.63+post, stock flow scripts
make -C /OpenROAD-flow-scripts/flow DESIGN_CONFIG=/design/flow/config.mk WORK_HOME=/design/flow/orfs finish
==> flow/config.mk <==
export PLATFORM = sky130hd
export DESIGN_NAME = mips_cpu
export DESIGN_NICKNAME = mips_cpu
export VERILOG_FILES = /design/flow/design.v
export SDC_FILE = /design/flow/constraint.sdc
export NUM_CORES = 4
export LEC_CHECK = 1
export CORE_UTILIZATION = 30
==> flow/constraint.sdc <==
current_design mips_cpu

set clk_period 12.0
set clk_io_pct 0.2

create_clock -name clk0 -period $clk_period [get_ports {clk}]

set non_clock_inputs [all_inputs -no_clocks]
set_input_delay [expr $clk_period * $clk_io_pct] -clock clk0 $non_clock_inputs
set_output_delay [expr $clk_period * $clk_io_pct] -clock clk0 [all_outputs]
==> flow_metrics.py <==
# Metrics from the implementation run
metrics = {
    "clocking": {
        "numCtsBuffers": 5,
        "cts_resized": 0,
        "htreeDepth": 2,
        "cts_setup_buffers": 0,
        "cts-root-buf": "clkbuf_16",
        "cts-hold-fix-buffers": 0,
        "cts_buffer_depth": 2,
    },
    "final_timing": {
        "untimed_endpoints": 203,
        "unclocked_regs": 41,
    },
    "global_routing": {
        "grt_max_degree": 71,
    },
    "synth": {
        "synthCells": 1351,
        "yosysWarnings": 3,
        "flop_cell": "dlxtn_1",
        "area_leaders": "ha_1 (13%), xnor2_1 (8.4%), a21oi_1 (8.1%)",
        "yosys_area_um2": 9640,
        "synthTopCellsByCount": "a21oi_1 (157), nor2_1 (109), ha_1 (101)",
        "avgSynthCellArea_um2": 7.14,
        "ys_cells": 1351,
        "edf_count": 0,
        "largest_area_cell": "ha_1",
        "most_common_cell": "a21oi_1",
        "numSynthFlops": 71,
        "async_flop_share": 0,
        "synthesis.area_um2": 9640,
        "yosys.cell_types.count": 76,
        "yosysTopAreaCellShare": 0.131,
    },
    "status": {
        "error": "[ERROR RSZ-0074] Failed to build tree from global routes for pin 'register_rd2[9]' and net 'register_rd2[9]' at grid (3450, 93150): found route to 3 pins, expected 2",
        "lastStage": "global routing (5_1_grt)",
        "outcome": "aborted with a tool error",
    },
    "die": {
        "die_w_um": 181,
        "fp_util": 0.306,
        "rows": 65,
        "dieHeight_um": 181,
        "boundaryPins": 274,
    },
    "place": {
        "hpwl_um": 26800,
        "place.gp.congestion": 0.955,
        "portBuffers": 138,
        "placed_cell_area_um2": 11000,
    },
}
metrics by stage:
step                 util  hold WS, ns  std cells  setup WS [ns]  power (mW)
CTS                 0.354        0.600       1802           6.43       0.549
detailed placement  0.350        0.588       1795           6.43       0.429
global placement    0.350        0.578       1795           6.43       0.430
floorplan               -        0.535       1352           6.98       0.351
cells by family after synthesis:
kind of cell | count (synthesis) | synth area share
compound gates | 460 | 0.302
simple gates | 348 | 0.167
buf+inv | 191 | 0.0926
xor+xnor | 110 | 0.0999
fa+ha+maj | 104 | 0.137
mux | 66 | 0.0738
latches | 41 | 0.0638
flops | 30 | 0.0623
other cells | 1 | 0.000389
No activity file was given, so power comes from the tool's default toggle rates.
