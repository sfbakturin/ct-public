**./config.mk**
```make
export PLATFORM = sky130hd
export DESIGN_NAME = register_file
export DESIGN_NICKNAME = register_file
export VERILOG_FILES = /design/flow/design.v
export SDC_FILE = /design/flow/constraint.sdc
export NUM_CORES = 4
export LEC_CHECK = 1
export CORE_UTILIZATION = 50
```
**./design.v**
```verilog
module register_file(clk, we3, a1, a2, a3, wd3, rd1, rd2);
	input clk, we3;
	input [4:0] a1, a2, a3;
	input [31:0] wd3;
	output [31:0] rd1, rd2;
	reg [31:0] REGS [31:0];
	integer i;
	initial
		begin
			for (i = 0; i < 32; i = i + 1)
				begin
					REGS[i] <= 32'd0;
				end
		end
	assign rd1 = REGS[a1];
	assign rd2 = REGS[a2];
	always @(posedge clk)
		begin
			if (we3 == 1)
				begin
					REGS[a3] = wd3;
				end
		end
endmodule
```
**./run.sh**
```bash
#!/bin/bash
# OpenROAD 26Q1-2900-gdf79404cd8, Yosys 0.63+post, stock flow scripts
make -C /OpenROAD-flow-scripts/flow DESIGN_CONFIG=/design/flow/config.mk WORK_HOME=/design/flow/orfs finish
```
**./constraint.sdc**
```tcl
current_design register_file

set clk_period 8.5
set clk_io_pct 0.2

create_clock -name clk0 -period $clk_period [get_ports {clk}]

set non_clock_inputs [all_inputs -no_clocks]
set_input_delay [expr $clk_period * $clk_io_pct] -clock clk0 $non_clock_inputs
set_output_delay [expr $clk_period * $clk_io_pct] -clock clk0 [all_outputs]
```
==> impl_metrics.toml <==
# synthesis and place-and-route metrics
[run_status]
status = "complete, no violations"

[power_and_ir_drop]
p_leak_uw = 0.0202
power.switching_uw = 2600
power.share.switching = 0.232
p_int_uw = 8610
finalPower_uw = 11200
ir_worst_vdd_uv = 177
power_frac_clock = 0.403
combPwrFrac = 0.093
seq_power_share = 0.503
power_density_nw_per_um2 = 205

[synth]
synth_flops = 1024
postSynthSeqShare = 0.630
yosys_warnings = 1
avgSynthCellArea_um2 = 14.4
ys_top_cells_by_area = "edfxtp_1 (63%), mux2i_1 (21%), a22oi_1 (3.0%), a22o_1 (2.3%), nand3_1 (2.0%)"
syn_area_um2 = 48800
largest_area_cell = "edfxtp_1"
post_synth_num_cell_types = 23
synth.top_cell.area_share = 0.630
syn_inst = 3386
ys_area_um2 = 48800
ys_cells = 3386

[cells_and_area]
nFillCells = 7276
top_regs = "REGS: 1024 flops"
drive_gt1_frac = 0.0913
area_delta_synth_final_pct = 12.4
logic_area_um2 = 16800
regMostFlops = "REGS"
mostFrequentLayoutCells = "edfxtp_1 (1024), mux2i_1 (1024), nand3_1 (194)"
layout.cells.non_filler = 4851
largest_register_ffs = 1024
seq_area_um2 = 30700

[die]
dieArea_um2 = 98800
core_area_um2 = 96700
die_w_um = 314
ios = 113
fp_util = 0.505
row_count = 114
die_h_um = 314

[timing]
period_used_share = 0.790
rsz0062_at_grt = "no"
period_needed_ps = 6710
hold_viol_final = 0
timing.fmax_mhz = 149
layout_setup_ws_ps = 1790
setup_tns_ps = 0
finalMaxSlewViolations = 0
slew_headroom = 0.377
worst_pin_slew_ps = 932
setup_viol = 0

[setup_path]
crit_type = "primary input to output port"
worstPathRequired_ps = 6800
cp-end-kind = "output port"
crit_arrival_ps = 5010
cp-start-kind = "primary input"
path_max_fanout = 23

[global_routing]
busiest_layer = "met2"
grt-ovfl-total = 0
grt_max_degree = 101
grt_pass1_vias = 32800
grt_pass1_wl_um = 220000
met2_usage = 0.467
met1_usage = 0.464
antenna_found_initial = 3
track_usage = 0.341
met3_usage = 0.243

[run]
tool_warnings = 29
cap_violations = 0

[routing]
drc = 0
vias = 31200
viasPerCell = 6.44
dr.pass1.iters = 7
post_drt_wl_per_cell_um = 31.5
routed_wl_um = 153000
ant_nets = 0
drt_iter0_markers = 2431

[clock_network]
clockRootBuffer = "clkbuf_16"
clk_pin_slew_ps = 60
ctsResizeCount = 0
numCtsBuffers = 112
htree_num_levels = 3
tritoncts = "yes"
cts_setup_buffers = 0
cts_buffer_depth = 3
hold_buffers = 0
cts_sinks = 1024

[min_path]
hp-class = "primary input to flop"
worstHoldEndpoint = "REGS[15][27]$_DFFE_PP_"
min_path_cells = 2
hold_start = "wd3[27]"

[place]
routabilityCongestion = 0.910
place_hpwl_um = 85200
io_buffers = 112
dp_slack_ps = 1810
placedCellCount = 4657
## power by group through the flow
stage / Combinational [uW] / Sequential (uW) / Clock, uW
4_1_cts: 1040 / 5640 / 4580
5_1_grt: 1110 / 5650 / 4770
6_report: 1050 / 5650 / 4520
## synthesized netlist by cell type
library cell  instances
buf_1                 1
nand3b_1              5
a22oi_1             192
nor2b_1               4
or3_1                 1
mux2i_1            1024
buf_2                70
edfxtp_1           1024
clkbuf_4              4
a31oi_1              64
buf_4                47
nand2b_1              4
a21oi_1             192
nand2_1             195
or2_2                 2
and2_1                2
nor3_1               64
buf_6                45
nor2_1               35
or3b_2                3
a22o_1              128
clkbuf_1             86
nand3_1             194
## kinds of logic after synthesis
group / after synthesis / share of synthesized area
mux: 1024 / 0.210
flops: 1024 / 0.630
simple gates: 509 / 0.0471
compound gates: 576 / 0.0804
buf+inv: 253 / 0.0321
## metal layers
metal	share of wire	wire length (um)	vias up
met3	0.17	26600	340
met1	0.35	54300	15200
met4	0.033	5060	10
met2	0.44	66800	2098
li1	-	-	13600
met5	0.00088	135	-
## cell type report
| cell class | count | share of cell area |
|---|---|---|
| Tap cell | 1276 | 0.0291 |
| Multi-Input combinational cell | 2109 | 0.306 |
| Clock inverter | 47 | 0.00751 |
| Sequential cell | 1024 | 0.561 |
| Clock buffer | 144 | 0.0537 |
| Timing Repair Buffer | 248 | 0.0429 |
| Antenna cell | 3 | 0.000137 |
## how the worst max path moves through the flow
stage,slack (ps),from,cells after the start,to
after CTS,1830,a1[2],8,rd1[15]
after global routing,1740,a1[0],8,rd1[11]
final,1790,a1[2],7,rd1[4]
## worst max-delay path, cell delays in order
cell and delay, ps:
clkdlybuf4s50_1 620, nor2b_4 820, buf_4 480, a22oi_1 140, a31oi_1 430, nand3_1 310
clkdlybuf4s50_1 490
## per-stage QoR
stage	hold slack, ps	utilization	cell area, um2
after floorplan	1800	-	48800
after global placement	2530	0.532	51500
after detailed placement	2530	0.532	51500
after CTS	1790	0.567	54800
after global routing	1840	0.567	54800
final	1830	0.567	54800
No activity file was given, so power comes from the tool's default toggle rates.
